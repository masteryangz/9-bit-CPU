--- ./design.v ---
module Control #(parameter opwidth = 3)(
  input[opwidth-1:0] ALUOp,
  output logic branch, ldImmed,
    MemtoReg, MemWrite, RegWrite);
always_comb begin
  branch 	  = 'b0;    
  MemWrite  =	'b0;    
  ldImmed	  =	'b0;    
  RegWrite  =	'b1;    
  MemtoReg  =	'b0;    
case(ALUOp)     
  'b000:  ldImmed    = 'b1;
  'b011:  begin
            branch   = 'b1;
            RegWrite = 'b0; 
  end
  'b101:  begin
            branch   = 'b1;
            RegWrite = 'b0;
  end
  'b110:  MemtoReg   = 'b1;
  'b111:  begin
            MemWrite = 'b1;
            RegWrite = 'b0;
  end
endcase
end
endmodule
module PC #(parameter D=12)(
  input clk,
  input       [D-1:0] prog_ctr_in,	
  output logic[D-1:0] prog_ctr_out
);
  always_ff @(posedge clk) prog_ctr_out <= prog_ctr_in;
endmodule
module PC_LUT #(parameter D=12)(
  input[2:0]          how_high,	    
  output logic[D-1:0] target);
  always_comb case(how_high)
    0: target = 2;  
    1: target = 15; 
	2: target = 50; 
	3: target = -41; 
	4: target = 371; 
	5: target = -375; 
	6: target = 415; 
	7: target = -425; 
	default: target = 'b0;   
  endcase
endmodule
module alu(
  input[2:0] ALUOp,     
  input[7:0] inA, inB,	  
  input      carry_in,        
  output logic[7:0] rslt,
  output logic carry_out,
	output logic taken      
);
always_comb begin 
  case(ALUOp)
    3'b000: begin 
      rslt = inB;
      carry_out = 1'b0;
      taken = 1'b0;
    end
    3'b001: begin
      rslt = inA >>> 1;
      carry_out = 1'b0;
      taken = 1'b0;
    end
    3'b010: begin
      {carry_out, rslt} = inA + inB + carry_in;
      taken = 1'b0;
    end
	  3'b011: begin 
      rslt = 8'b0000_0000;
	    if(inA[7]==1) taken = 1'b1;
      else taken = 1'b0;
      carry_out = 1'b0;
    end
    3'b100: begin 
      {carry_out, rslt} = (inA ^ inB) + carry_in;
      taken = 1'b0;
    end
	  3'b101: begin 
      rslt = 8'b0000_0000;
	    if(inA==0) taken = 1'b1;
      else taken = 1'b0;
      carry_out = 1'b0;
    end
    3'b110: begin 
      rslt = inB;
      taken = 1'b0;
      carry_out = 1'b0;
    end
    3'b111: begin 
      rslt = inB;
      taken = 1'b0;
      carry_out = 1'b0;
    end
    default: begin
      rslt = 8'b0000_0000;
      taken = 1'b0;
      carry_out = 1'b0;
    end
  endcase
end
endmodule
module carry_reg(
    input clk,
    input carry_out,
    input branch,
    output logic carry_in
);
always_ff @(posedge clk) begin
    carry_in <= branch?1'b0:carry_out;
end
endmodule
module dat_mem (
  input[7:0] dat_in,
  input      clk,
  input      wr_en,	           
  input[7:0] addr,		       
  output logic[7:0] dat_out);
  logic[7:0] core[256];        
  assign dat_out = core[addr];
  always_ff @(posedge clk)
    if(wr_en)				   
      core[addr] <= dat_in; 
endmodule
module instr_ROM #(parameter D=12)(
  input       [D-1:0] prog_ctr_out,     
  output logic[ 8:0] mach_code);
  logic[8:0] core[2**D];
  initial							     
    $readmemb("C:/Users/y1499/OneDrive/Desktop/9 bit CPU/code/mach_code.txt",core);
  always_comb  mach_code = core[prog_ctr_out];
endmodule
module nextPC #(parameter D=12)(
  input start,
        branch,
        taken,
  input       [D-1:0] start_address,
  input       [D-1:0] target,	 
  input       [D-1:0] prog_ctr_out,
  output logic[D-1:0] prog_ctr_in
);
always_comb begin
  if(start) prog_ctr_in = start_address;
	else if(branch && taken) prog_ctr_in = prog_ctr_out+target;
  else prog_ctr_in = prog_ctr_out+1;
end
endmodule
module reg_file #(parameter pw=3)(
  input[7:0] dat_in,
  input      clk,
  input      wr_en,            
  input[pw-1:0] wr_addr,		   
              rd_addrA,		   
			  rd_addrB,
  output logic[7:0] datA,  
                    datB);
  logic[7:0] core[2**pw];     
  initial core[0] = 8'b0000_0000;
  initial core[1] = 8'b0000_0000;
  initial core[2] = 8'b0000_0000;
  initial core[3] = 8'b0000_0000;
  initial core[4] = 8'b0000_0000;
  initial core[5] = 8'b1111_1111;
  initial core[6] = 8'b0000_0001;
  initial core[7] = 64;
  assign datA = core[rd_addrA];
  assign datB = core[rd_addrB];
  always_ff @(posedge clk)
    if(wr_en) core[wr_addr] <= dat_in; 
endmodule
module top_level(
  input        clk, start, 
  output logic done);
  parameter D = 12,                    
            A = 3;             		     
  logic[D-1:0] target, 			           
              prog_ctr_in,
              prog_ctr_out;
  logic        RegWrite;
  logic[7:0]   datA,datB,		           
              muxB, 
              muxA,
			     rslt;                    
  logic        branch,                  
              taken,
              carry_in,
				  carry_out,
              MemWrite,
              MemtoReg,
              ldImmed;		               
  logic[A-1:0] ALUOp;
  logic[8:0]   mach_code;               
  logic[A-1:0]   rd_addrA, rd_addrB;       
  logic[2:0]   how_high;
  logic[2:0]   immed;
  logic[D-1:0] start_address;
  logic[7:0] dat_out;
  assign start_address = 0;
  assign rd_addrB = mach_code[2:0];
  assign rd_addrA = mach_code[5:3];
  assign ALUOp = mach_code[8:6];
  assign immed = mach_code[2:0];
  assign how_high = mach_code[2:0];
  PC #(.D(D)) 					   
     pc1 (.clk              ,
		      .prog_ctr_in      ,
          .prog_ctr_out     );
  PC_LUT 
    pl1 (.how_high,
         .target          );   
  nextPC #(.D(D))
    np (.start,
        .branch,
        .taken,
        .start_address,
        .target,
        .prog_ctr_out,
        .prog_ctr_in);
  instr_ROM ir1(.prog_ctr_out,
                .mach_code);
  Control ctl1(
  .ALUOp    , 
  .branch   , 
  .MemWrite , 
  .ldImmed  , 
  .RegWrite ,     
  .MemtoReg);
  assign muxB = MemtoReg? dat_out : rslt;
  assign muxA = ldImmed? immed : muxB;
  reg_file #(.pw(3)) rf1(.dat_in(muxA),
              .clk,
              .wr_en(RegWrite),
              .rd_addrA,
              .rd_addrB,
              .wr_addr(rd_addrA),       
              .datA,
              .datB); 
  alu alu1(.ALUOp,
           .inA(datA),
		       .inB(datB),
		       .carry_in,
		       .rslt,
           .taken,
           .carry_out);  
  dat_mem dm(.dat_in(datA)  ,   
             .clk           ,
			       .wr_en(MemWrite),   
			       .addr(rslt),
             .dat_out);
  carry_reg cr(.clk,
               .carry_out,
               .branch,
               .carry_in);
  assign done = prog_ctr_out == 460;
endmodule
--- ./run.sh ---
#!/bin/bash
# OpenROAD 26Q1-2900-gdf79404cd8, Yosys 0.63+post, stock flow scripts
make -C /OpenROAD-flow-scripts/flow DESIGN_CONFIG=/design/flow/config.mk WORK_HOME=/design/flow/orfs finish
--- ./config.mk ---
export PLATFORM = sky130hd
export DESIGN_NAME = top_level
export DESIGN_NICKNAME = top_level
export VERILOG_FILES = /design/flow/design.v
export SDC_FILE = /design/flow/constraint.sdc
export NUM_CORES = 4
export LEC_CHECK = 1
export CORE_AREA = 10 10 70 70
export DIE_AREA = 0 0 80 80
export SYNTH_HDL_FRONTEND = slang
export SYNTH_MEMORY_MAX_BITS = 65536
--- ./constraint.sdc ---
current_design top_level

set clk_period 2.4
set clk_io_pct 0.2

create_clock -name clk0 -period $clk_period [get_ports {clk}]

set non_clock_inputs [all_inputs -no_clocks]
set_input_delay [expr $clk_period * $clk_io_pct] -clock clk0 $non_clock_inputs
set_output_delay [expr $clk_period * $clk_io_pct] -clock clk0 [all_outputs]
==> run summary <==
Notes on the flow run.

- The run finished with clean final reports.
- In the synthesized netlist, the cells that appear most often are 12 x dfxtp_1, 7 x a21oi_1.
- The count of max-cap constraint violations is 0, for reference.
- The placer congestion estimate is 0.7457, for reference.
- The worst setup path is captured at an output port.
- Power spread over the standard cell area amounts to approximately 580 mW/mm2.
- The diode insertion count for antenna repair is 0, for reference.
- Hold timing on the final database bottoms out at a slack of 0.4975 ns.
- The mean instance size in the synthesized netlist is between 8 and 9 um2, for reference.
- Using the TritonRoute via totals, the vias-per-cell ratio works out to 4.053.
- At the pin with the least slew margin, the transition time is 0.4229 ns.
- More flip-flops sit in one register than any other, and that register is pc1.prog_ctr_out.
- The setup-violating endpoint count in the final report is 0, for reference.
- The final hold violation count recorded for this run is 0.
- The wire length after detailed routing is 1016 um, for reference.
- The smallest clock period supported by the final layout is computed as 2.274 ns.
- According to the report, the first pass of detailed routing completed in 4 iterations.
- The slack of the critical path is 0.1257 ns, for reference.
- The registers reported with the highest flop counts are pc1.prog_ctr_out: 12 flops.
- The synthesis report names the predominant flop master as dfxtp_1.
- In this run the static leakage power is 0.2023 nW.
- The timing report gives the biggest stage delay along the critical path as 0.48 ns.
- The TritonCTS clock tree is done, for reference.
- Registers take ~240 um2.
- Summing over every cut layer, the via total after detailed routing is 462.
- In this run the clock root is driven by a clkbuf_4.
- The synthesized instance count is 61.
- The signal arrival time at the worst endpoint is between 1.5 and 2 ns, for reference.
- The signal on the critical path passes through inv_1 -> ha_1 -> or4b_4 -> nor3_2 -> clkdlybuf4s50_1.
- Yosys instantiated no cell more often than dfxtp_1.
- The number of synthesized flops with an enable pin is 0, for reference.
- The pre-placement core utilization is 15.93%, for reference.
- Setup repair after global routing left no endpoint under its margin.
- Per the log, the first TritonRoute iteration ended with a DRC count of 13.
- The number of different library cells used by synthesis comes to 20.
- The register clock-pin slew on the reported worst setup and hold paths is 0.08 ns, for reference.
- The master of the slowest instance on the critical path is clkdlybuf4s50_1, for reference.
- For this run the aggregate overflow at the end of global routing stands at 0.
- The script parses the final routing iteration and logs DRC violations as 0.
- The yosys cell count is between 60 and 70, for reference.
- Of the total power, registers draw 52.6%.
- The wire length of the first global-routing pass is 1718 um, for reference.
- The tally of nets with antenna violations remaining after routing is 0, for reference.
- The worst VDD IR drop from the latest analysis is 0.3041 mV.
- The OpenROAD warning count is 26, for reference.
- The I/O pin count is 3, for reference.
- The vertical die dimension is 80 um, for reference.
- The setup total negative slack is 0 ns, for reference.
- The overall die width is approximately 80 um, for reference.
- The buffer and inverter count on the worst path is 2, for reference.
- In this run the layout overhead on the synthesized area is reported as 25.29%.
- Dividing the final minimum period by the clock period gives a little over nine tenths.
- Cell internal power was estimated by the tool at 309.1 uW.
- The number of global-route vias before repair is 403.
- Summed over all nets, the switching power comes to 84.46 uW.
- Looking at the setup timing report, the critical path kind is reg -> out.
- Cells fill between 10% and 20% of the core in the end.
- The fraction of power spent switching nets is between 20 and 25%, for reference.
- Counting pins that exceed their max-slew limit in the final report gives 0.
- Yosys attributes the largest share of cell area to dfxtp_1 44%, a21oi_1 6.4%, o31ai_1 5.5%, or4_1 5.5%, ha_1 4.6%.
- The proportion of synthesized flip-flops having asynchronous set or reset is 0%, for reference.
- The number of CTS-inserted buffers is 3, for reference.
- The total cell area reported by yosys after synthesis is 544.3 um2, for reference.
- For the worst setup path, the data required time is 1.92 ns.
- The number of cell rows is 21, for reference.
- The maximum frequency from static timing analysis is 439.7 MHz, for reference.
- The final timing report lists clock skew as 0.001172 ns.
- The tightest min-delay check is of the reg -> reg type.
- Clock latency on the worst-skew pair, taken at its later pin, is 0.28 ns.
- The top fanout value on the critical path is 2, for reference.
- Summed over all instances, the cell type with the most area after synthesis is dfxtp_1.
- Per the synthesis report, the single largest cell type by area occupies 44.14% of cell area.
- Checking max transition, the worst relative margin is 71.72%.
- The pre-CTS setup check shows a worst slack of 0.1616 ns.
- In the Yosys report, the sequential cells make up roughly 44% of the chip area.
- The largest net degree at the start of global routing is 13, for reference.
- Note, the detailed placer reported a final HPWL of a little over 700 um.
- The clock tree buffer depth is 2, for reference.
- The fraction of layout instances using a drive strength above 1 is 22.06%, for reference.
- The combinational power share is 6.2%, for reference.
- Counting flops and latches in the post-synthesis netlist gives 12.
- The type of element launching the critical path is a flop, for reference.
- The number of flip-flops under the largest register name is 12, for reference.
- The kind of cell adding the most delay to the critical path is simple AND/OR/NAND/NOR gates, for reference.
- The total of fill cells in the finished design is approximately 390, for reference.
- CTS built an H-tree with a depth of 1.
- According to the CTS report, the clock sink count is 12.
- The chip occupies around 0.0064 mm2.
- The area occupied by multi-input gates is 297.8 um2, for reference.
- The count of buffers added on input and output ports is 2.
- During synthesis, Yosys emitted a total of 0 warnings.
- The script logs the mean routed wire length per placed instance as 8.912 um.
- The initial antenna violation count came to 0.
- The post-synthesis cell area is between 500 and 600 um2, for reference.
- Global routing used 3.107% of the available tracks across all layers.
- The clock share of power is 41.2%, for reference.
- The area of the core is 0.003416 mm2, for reference.
[path summary, 6_finish.rpt]
| kind | start | end | slack, ns | depth (start not counted) |
|---|---|---|---|---|
| hold reg to reg | pc1.prog_ctr_out[8]$_SDFF_PP0_ | pc1.prog_ctr_out[8]$_SDFF_PP0_ | 0.50 | 2 |
| setup / recovery | pc1.prog_ctr_out[0]$_SDFF_PP0_ | done | 0.13 | 5 |
| hold / removal | pc1.prog_ctr_out[8]$_SDFF_PP0_ | pc1.prog_ctr_out[8]$_SDFF_PP0_ | 0.50 | 2 |
| setup reg to reg | pc1.prog_ctr_out[0]$_SDFF_PP0_ | pc1.prog_ctr_out[10]$_SDFF_PP0_ | 0.79 | 5 |
[placed cells by master (no fill, tap or decap), types with 3 or more instances in the layout]
cell / netlist / final
or4_1: 4 / 4
clkbuf_4: 0 / 3
inv_1: 3 / 3
nor2_1: 4 / 4
o21ai_0: 3 / 3
nand2_1: 3 / 3
a21oi_1: 7 / 7
nand3_1: 4 / 4
dfxtp_2: 0 / 3
o31ai_1: 4 / 4
dfxtp_1: 12 / 9
[cell families (layout without fill, tap and decap cells)]
family                     Yosys count  after routing  synth area share, %
DFF                                 12             12                44.14
buffers and inverters                4             11                2.758
adders and majority gates            2              2                4.597
xor gates and xnor gates             3              3                4.828
and+or+nand+nor                     26             26                28.96
AOI/OAI and AO/OA                   14             14                14.71
[worst min-delay path, stage by stage, from the launching register on]
cell and delay, ns:
dfxtp_2 0.34, o31ai_1 0.06, a21oi_1 0.06
[repair_timing]
action,CTS,global route
hold endpoints to repair,0,0
hold buffers,0,0
pin swaps,1,0
resized,3,2
setup endpoints to repair,1,1
setup buffers,1,0
[power by group through the flow]
stage	sequential (mW)	combinational [mW]	clock [mW]
finish	0.207	0.0244	0.162
global route	0.208	0.0272	0.175
CTS	0.207	0.0244	0.169
[metrics by stage]
step                cell area [um2]  instances  total power, mW
finish                        681.9        114           0.3935
CTS                           679.4        114           0.4001
global route                  681.9        114           0.4102
detailed placement            625.6        109           0.2311
floorplan                     544.3         61           0.2247
global placement              625.6        109           0.2305
[routing by layer]
| metal | global-route usage [%] | part of all wire [%] | vias to the layer above |
|---|---|---|---|
| li1 | - | - | 238 |
| met1 | 4.297 | 49 | 213 |
| met2 | 4.494 | 43 | 7 |
| met3 | 0.6818 | 3.7 | 4 |
| met4 | 1.408 | 3.9 | 0 |
| met5 | 0 | 0 | - |
[area by class of cell]
| class | instances | area share (%) |
|---|---|---|
| Multi-Input combinational cell | 45 | 43.67 |
| Timing Repair Buffer | 4 | 5.138 |
| Clock buffer | 4 | 5.321 |
| Inverter | 3 | 1.651 |
| Tap cell | 46 | 8.440 |
| Sequential cell | 12 | 35.78 |
No activity file was given, so power comes from the tool's default toggle rates.
